File: ./run.sh
#!/bin/bash
# OpenROAD 26Q1-2900-gdf79404cd8, Yosys 0.63+post, stock flow scripts
make -C /OpenROAD-flow-scripts/flow DESIGN_CONFIG=/design/flow/config.mk WORK_HOME=/design/flow/orfs finish
File: ./config.mk
export PLATFORM = sky130hd
export DESIGN_NAME = tlc_fsm
export DESIGN_NICKNAME = tlc_fsm
export VERILOG_FILES = /design/flow/design.v
export SDC_FILE = /design/flow/constraint.sdc
export NUM_CORES = 4
export LEC_CHECK = 1
export CORE_AREA = 10 10 79 79
export DIE_AREA = 0 0 89 89
File: ./constraint.sdc
current_design tlc_fsm

set clk_period 1.0
set clk_io_pct 0.2

create_clock -name clk0 -period $clk_period [get_ports {Clk}]

set non_clock_inputs [all_inputs -no_clocks]
set_input_delay [expr $clk_period * $clk_io_pct] -clock clk0 $non_clock_inputs
set_output_delay [expr $clk_period * $clk_io_pct] -clock clk0 [all_outputs]
File: ./design.v
`timescale 1ns / 1ps
module tlc_fsm(
    output reg [2:0] state,
    output reg RstCount,
    output reg [1:0] highwaySignal, farmSignal,
    input wire [30:0] Count,
    input wire Clk, Rst, Sensor
    );
parameter S0 = 3'b000,
          S1 = 3'b001,
          S2 = 3'b010,
          S3 = 3'b011,
          S4 = 3'b100,
          S5 = 3'b101,
          Green = 2'b11,
          Yellow = 2'b10,
          Red = 2'b01;
reg [2:0] nextState;
always@(*)
    case(state)
    S0: begin
            highwaySignal <= Red;
            farmSignal <= Red;
            if(Count >= 50000000)
                begin
                nextState <= S1;
                RstCount <= 1;
                end
            else
                begin
                nextState <= S0;
                RstCount <= 0;
                end
        end
    S1: begin
            highwaySignal <= Green;
            farmSignal <= Red;
            if((Count >= 1500000000) && Sensor == 1)
                begin
                nextState <= S2;
                RstCount <= 1;
                end
            else
                begin
                nextState <= S1;
                RstCount <= 0;
                end
        end 
    S2: begin
            highwaySignal <= Yellow;
            farmSignal <= Red;
            if(Count >= 150000000)
                begin
                nextState <= S3;
                RstCount <= 1;
                end
            else
                begin
                nextState <= S2;
                RstCount <= 0;
                end
        end 
    S3: begin
            highwaySignal <= Red;
            farmSignal <= Red;
            if(Count >= 50000000)
                begin
                nextState <= S4;
                RstCount <= 1;
                end
            else
                begin
                nextState <= S3;
                RstCount <= 0;
                end
        end 
    S4: begin
            highwaySignal <= Red;
            farmSignal <= Green;
           if((Count >= 750000000) || ((Count >= 150000000) && (Sensor == 0)))
                begin
                nextState <= S5;
                RstCount <= 1;
                end
            else
                begin
                nextState <= S4;
                RstCount <= 0;
                end
        end       
    S5: begin
            highwaySignal <= Red;
            farmSignal <= Yellow;
            if(Count >= 150000000)
                begin
                nextState <= S0;
                RstCount <= 1;
                end
            else
                begin
                nextState <= S5;
                RstCount <= 0;
                end
        end      
    endcase
always@(posedge Clk)
    if(Rst)
        state <= S0;
    else
        state <= nextState;
endmodule
==> impl_metrics.py <==
# Auto-generated metrics
metrics = {
    "sta": {
        "tns_ns": 0,
        "max_slew_margin_pct": 72.4,
        "untimed_endpoints": 13,
        "worst_slew_pin_slew_ns": 0.410,
        "setup_viol_count_final": 0,
        "grt_setup_unrepaired": "no",
        "period_used_pct": 94.6,
        "period_needed_ns": 0.946,
        "max_freq_ghz": 1.06,
        "final_max_slew_viol_count": 0,
        "unclocked_regs": 8,
        "hold_viol": 0,
    },
    "global_route": {
        "grt_max_degree": 13,
        "grt_pass1_vias": 937,
        "overflow": 0,
        "antenna_found_initial": 0,
        "grt_pass1_wl_um": 3880,
        "grt.total_usage_pct": 5.90,
    },
    "clock_network": {
        "cts_buffers": 3,
        "h-tree-depth": 1,
        "clk_pin_slew_worst_paths_ns": 0.03,
        "clockRootBuffer": "clkbuf_8",
        "clockBufferDepth": 2,
        "cts-hold-fix-buffers": 0,
        "postCtsSetupBuffers": 0,
        "cts_resized": 5,
        "cts_tree": "done",
    },
    "hold_path": {
        "hold_class": "input port to flop",
    },
    "critical_path": {
        "crit_start": "state[2]",
        "critical_path.top_delay_family": "flip-flops",
        "slowest_delay_ns": 0.30,
        "arrival_ns": 0.75,
        "crit_end": "state[2]",
        "crit_type": "flop to output port",
        "startpoint_type": "flop",
        "critPathMaxFanout": 2,
        "slowest_stage": "dfxtp_2",
        "cp-end-kind": "output port",
        "cp_cell_sequence": "dlygate4sd2_1",
        "crit_cells": 1,
        "cp_num_buf_inv": 1,
        "required_ns": 0.80,
    },
    "synth": {
        "yosys_area_um2": 785,
        "async_reset_ff_share_pct": 0,
        "yosys_cells": 99,
        "top_area_share_pct": 15.3,
        "ys_ff": 11,
        "flop_cell": "dlxtn_1",
        "ys_types": 46,
        "synthTopCellsByArea": "dlxtn_1 (15%), dfxtp_1 (7.7%), nand2_1 (4.8%)",
        "synth-warning-count": 1,
        "edf_count": 0,
        "synthesis.area_um2": 785,
        "syn_area_per_cell_um2": 7.92,
        "synth_cells": 99,
        "largest_area_cell": "dlxtn_1",
    },
    "finish": {
        "mostFrequentLayoutCells": "clkdlybuf4s50_1 (31), nand2_1 (10), dlxtn_1 (8), nor2_1 (8)",
        "area_growth_pct": 57.4,
        "fillers": 491,
        "drive_gt1_share_pct": 13.2,
        "layout.cells.most_common": "clkdlybuf4s50_1",
    },
    "floorplanning": {
        "ios": 42,
        "dieArea_um2": 7920,
        "die-width_um": 89,
        "die_y_um": 89,
        "fp_util_pct": 16.8,
        "fp-row-count": 25,
        "core-area_um2": 4660,
    },
    "power": {
        "ir_drop_v": 0.000282,
        "p_per_area_nw_per_um2": 579,
        "p_leak_nw": 0.447,
        "power_uw": 715,
    },
    "routing": {
        "drt-initial-drc-count": 86,
        "wl_per_cell_um": 12.3,
        "ant_nets": 0,
        "viasPerCell": 4.58,
        "insertedDiodeCount": 0,
        "routed_wl_um": 2350,
        "vias": 870,
        "wl_met1_um": 911,
        "drcViolationCount": 0,
        "firstDrtPassIters": 4,
        "wl_met3_um": 171,
        "highest_layer": "met3",
        "wl_met2_um": 1260,
    },
    "status": {
        "run_status": "complete, no violations",
    },
    "job": {
        "warning_count": 32,
        "maxCapViolations": 0,
    },
    "placement": {
        "io_buffers": 34,
        "hpwlAfterDp_um": 2020,
        "gp_congestion": 0.775,
    },
}
==> metal layers <==
layer,global-route usage [%],vias to the layer above
li1,-,460
met1,6.57,392
met2,11.3,18
met3,1.47,0
met4,0.578,0
met5,0,-
==> cell families after synthesis <==
family	after synthesis	synth area share, %
DFF	3	7.66
xor gates and xnor gates	1	1.12
and+or+nand+nor	49	34.8
latches	8	15.3
AOI/OAI and AO/OA	31	36.7
buffers and inverters	7	4.47
==> worst min path at each step <==
| stage | depth (start not counted) | endpoint | startpoint |
|---|---|---|---|
| 6_report | 2 | state[2] | Rst |
| 5_1_grt | 2 | state[1] | Rst |
| 4_1_cts | 2 | state[1] | Rst |
==> sequential cells by signal (all words and copies together) (netlist names) <==
name           flops
state              3
RstCount           1
highwaySignal      2
farmSignal         2
nextState          3
==> cells in the mapped netlist (2+ instances only) <==
master,count
and3_1,2
nor2_1,8
nor3_1,6
nor4_1,3
dlxtn_1,8
clkbuf_1,2
nand4b_1,3
a31oi_1,2
and2_1,2
dfxtp_1,3
inv_1,3
nand2_1,10
o211ai_1,3
a21oi_1,4
nand3_1,3
nor2b_1,6
a211oi_1,2
==> cell type report <==
cell class / count / area, µm² / area share [%]
multi-input cells: 81 / 569 / 46.1
repair buffers: 37 / 359 / 29.1
flip-flops and latches: 11 / 183 / 14.8
well taps: 54 / 67.6 / 5.47
clock buffers: 4 / 45.0 / 3.65
inverters: 3 / 11.3 / 0.912
==> power by group <==
part	leakage (nW)	total [mW]	internal, mW	switching (mW)
sequential	0.0899	0.126	0.125	0.000803
clock	0.0228	0.343	0.271	0.0716
combinational	0.335	0.247	0.138	0.108
==> per-stage QoR <==
stage | utilization, % | cells | worst slack (ns) | instance area (µm²) | hold slack [ns]
floorplan | - | 99 | 0.494 | 785 | 0.272
global placement | 25.6 | 186 | 0.0193 | 1190 | 0.795
detailed placement | 25.6 | 186 | 0.0174 | 1190 | 0.808
CTS | 26.5 | 190 | 0.0396 | 1230 | 0.590
global route | 26.5 | 190 | 0.0217 | 1230 | 0.596
finish | 26.5 | 190 | 0.0542 | 1230 | 0.588
Power and IR drop assume default switching activity.
